<file path="flow/config.mk">
export PLATFORM = sky130hd
export DESIGN_NAME = controller
export DESIGN_NICKNAME = controller
export VERILOG_FILES = /design/flow/design.v
export SDC_FILE = /design/flow/constraint.sdc
export NUM_CORES = 4
export LEC_CHECK = 1
export CORE_UTILIZATION = 40
</file>
<file path="flow/constraint.sdc">
current_design controller

set clk_period 1.7
set clk_io_pct 0.2

create_clock -name clk0 -period $clk_period [get_ports {clk}]

set non_clock_inputs [all_inputs -no_clocks]
set_input_delay [expr $clk_period * $clk_io_pct] -clock clk0 $non_clock_inputs
set_output_delay [expr $clk_period * $clk_io_pct] -clock clk0 [all_outputs]
</file>
<file path="flow/design.v">
`timescale 1ns / 1ps
module controller(
    input reset,
    input sensor,
    input walk,
    input reprogram,
    input clk,
    input [1:0] tp_sel,
    input [3:0] t_val,
    output [6:0] leds
    );
    wire reset_sync, sensor_sync, wr_sync, prog_sync, wr, wr_reset, start_t,
        expired, enable;
    wire [1:0] interval;
    wire [3:0] tp_val;
    synchronizer synchronizer_1 (
        .reset(reset),
        .sensor(sensor),
        .walk(walk),
        .reprogram(reprogram),
        .clk(clk),
        .reset_sync(reset_sync),
        .sensor_sync(sensor_sync),
        .wr_sync(wr_sync),
        .prog_sync(prog_sync)
    );
    walk_register walk_register_1 (
        .wr_sync(wr_sync),
        .wr_reset(wr_reset),
        .wr(wr)
    );
    divider divider_1 (
        .clk(clk),
        .reset_sync(reset_sync), 
        .enable(enable)
    );
    time_parameters time_parameters_1 (
        .tp_sel(tp_sel),
        .t_val(t_val),
        .prog_sync(prog_sync),
        .reset_sync(reset_sync),
        .clk(clk),
        .interval(interval),
        .tp_val(tp_val)
    );
    timer timer_1 (
        .tp_val(tp_val),
        .enable(enable),
        .start_t(start_t),
        .reset_sync(reset_sync),
        .clk(clk),
        .expired(expired)
    );
    fsm fsm_1 (
        .wr(wr),
        .sensor_sync(sensor_sync),
        .prog_sync(prog_sync),
        .expired(expired),
        .reset_sync(reset_sync),
        .clk(clk),
        .leds(leds),
        .interval(interval),
        .start_t(start_t),
        .wr_reset(wr_reset)
    );
endmodule
`timescale 1ns / 1ps
module divider(
    input clk,
    input reset_sync,
    output reg enable
    );
    reg[0:25] count = 0;
    reg temp = 0;
    always@(posedge clk, posedge reset_sync) begin
        if (reset_sync) begin
            count = 1;
            temp = 0;
            enable = 1;
        end
        else begin
            if (count == 50_000_000) begin
                if (temp) begin
                    enable = 1;
                end else begin
                    enable = 0;
                end
                temp = ~temp;
                enable = temp;
                count = 1;
            end
            else begin
                if (temp) begin
                    enable = 1;
                end else begin
                    enable = 0;
                end
                count = count + 1;
            end
        end
    end
endmodule
`timescale 1ns / 1ps
module fsm(
    input wr,
    input sensor_sync,
    input prog_sync,
    input expired,
    input reset_sync,
    input clk,
    output reg [6:0] leds,
    output reg [1:0] interval,
    output reg start_t,
    output reg wr_reset
    );
    parameter A=0, B=1, C=2, D=3, E=4, F=5, G=6;
    reg [2:0] state = A;
    always@(posedge clk) begin
        if (prog_sync | reset_sync) begin
            state = A;
            leds = 7'b1000010;
            interval = 2'b00;
            start_t = 1;
            wr_reset = 1;
        end
        else begin
            start_t = 0;
            wr_reset = 0;
            if (expired) begin
                case (state)
                    A: begin
                        if (sensor_sync) begin
                            interval = 2'b01;
                        end
                        state = B;
                    end
                    B: begin
                       leds = 7'b0100010;
                       interval = 2'b10;
                       state = C;
                    end
                    C: begin
                        if (wr) begin
                           leds = 7'b0010011;
                           interval = 2'b01;
                           wr_reset = 1;
                           state = D;
                        end
                        else begin
                           leds = 7'b0011000;
                           interval = 2'b00;
                           state = E;
                        end
                    end
                    D: begin
                        leds = 7'b0011000;
                        interval = 2'b00;
                        wr_reset = 0;
                        state = E;
                    end
                    E: begin
                        if (sensor_sync) begin
                            leds = 7'b0011000;
                            interval = 2'b01;
                            state = F;
                        end
                        else begin
                            leds = 7'b0010100;
                            interval = 2'b10;
                            state = G;
                        end
                    end
                    F: begin
                        leds = 7'b0010100;
                        interval = 2'b10;
                        state = G;
                    end
                    G: begin
                        leds = 7'b1000010;
                        interval = 2'b00;
                        state = A;
                    end
                    default: begin
                        leds = 7'b1000010;
                        interval = 2'b00;
                        state = A;
                    end
                endcase
                start_t = 1;
            end
        end
    end
endmodule
`timescale 1ns / 1ps
module synchronizer(
    input reset,
    input sensor,
    input walk,
    input reprogram,
    input clk,
    output reg reset_sync,
    output reg sensor_sync,
    output reg wr_sync,
    output reg prog_sync
    );
    always@(posedge clk) begin
        reset_sync = reset;
        sensor_sync = sensor;
        wr_sync = walk;
        prog_sync = reprogram;
    end
endmodule
`timescale 1ns / 1ps
module time_parameters(
    input [1:0] tp_sel,
    input [3:0] t_val,
    input prog_sync,
    input reset_sync,
    input clk,
    input [1:0] interval,
    output reg [3:0] tp_val
    );
    reg [3:0] t_b = 4'b0110, t_e = 4'b0011, t_y = 4'b0010;
    always@(posedge clk, posedge reset_sync) begin
        if (reset_sync) begin
            t_b = 4'b0110;
            t_e = 4'b0011;
            t_y = 4'b0010;
            tp_val = 4'b0110;
        end
        else begin
            if (interval == 2'b00) begin
                tp_val = t_b;
            end
            else if (interval == 2'b01) begin
                tp_val = t_e;
            end
            else if (interval == 2'b10) begin
                tp_val = t_y;
            end
            if (prog_sync) begin
                if (tp_sel == 2'b00) begin
                    t_b = t_val;
                end
                else if (tp_sel == 2'b01) begin
                    t_e = t_val;
                end
                else if (tp_sel == 2'b10) begin
                    t_y = t_val;
                end
            end
        end
    end
endmodule
`timescale 1ns / 1ps
module timer(
    input [3:0] tp_val,
    input enable,
    input start_t,
    input reset_sync,
    input clk,
    output reg expired
    );
    reg [3:0] count = 0;
    reg change = 0;
    reg is_reset = 0;
    reg restart_timer = 1;
    reg enable_checked = 0;
    always@(posedge clk) begin
        if (reset_sync | start_t) begin
            if (restart_timer) begin
                change = 0;
                restart_timer = 0;
                count = 1;
                expired = 0;
                enable_checked = 0;
            end
            if (reset_sync) is_reset = 1;
        end
        else begin
            restart_timer = 1;
            if (!change) begin
                count = tp_val - is_reset;
                change = 1;
                is_reset = 0;
            end
            expired = 0;
            if (enable) begin
                if (!enable_checked) begin
                    if (count == 0 & change) begin
                        expired = 1;
                    end
                    if (count > 0) begin
                        count = count - 1;
                    end
                    enable_checked = 1;
                end
            end
            else begin
                enable_checked = 0;
            end
        end
    end
endmodule
`timescale 1ns / 1ps
module walk_register(
    input wr_sync,
    input wr_reset,
    output reg wr
    );
    always@(posedge wr_sync, posedge wr_reset) begin
        if (wr_sync) begin
            wr = 1;
        end
        else begin
            if (wr_reset) begin
                wr = 0;
            end
        end
    end
endmodule
</file>
<file path="flow/run.sh">
#!/bin/bash
# OpenROAD 26Q1-2900-gdf79404cd8, Yosys 0.63+post, stock flow scripts
make -C /OpenROAD-flow-scripts/flow DESIGN_CONFIG=/design/flow/config.mk WORK_HOME=/design/flow/orfs finish
</file>
==> impl_table.tex <==
% Yosys + OpenROAD metrics
\begin{tabular}{lr}
\hline
Metric & Value \\
\hline
\multicolumn{2}{l}{\textbf{Place}} \\
\quad Count of placed standard cells including taps & 463 \\
\quad IO Port Bufs & 17 \\
\quad Final RePlAce weighted congestion & 0.826 \\
\quad Detailed placement HPWL & 4290 µm \\
\multicolumn{2}{l}{\textbf{Synth}} \\
\quad Basic Gates by Area & 20.3\% \\
\quad Main kind of combinational logic by area & simple AND/OR/NAND/NOR gates \\
\quad Area reported by Yosys stat & 3360 µm² \\
\quad Count of mapped cells out of synthesis & 323 \\
\quad Synth mux share & 5.85\% \\
\quad Yosys cell types & 54 \\
\quad Cell area after technology mapping & 3360 µm² \\
\quad Commonest register cell after synthesis & sky130\_fd\_sc\_hd\_\_dfrtp\_1 \\
\quad Adder-cell share of the synthesized area & 1.86\% \\
\quad Warning count from the yosys run & 6 \\
\quad FFs w/ async S/R, synth & 61.6\% \\
\quad Xor/xnor share & 6.78\% \\
\quad Post-synth EDFFs & 8 \\
\quad \#FFs+latches synth & 73 \\
\quad Area share of and-or/or-and cells after synthesis & 8.79\% \\
\quad Mean instance size in the synthesized netlist & 10.4 µm² \\
\quad Ys cells & 323 \\
\quad Post-synth seq share & 53.0\% \\
\multicolumn{2}{l}{\textbf{Power and ir drop}} \\
\quad Fraction of power consumed by sequential logic & 54.3\% \\
\quad Leak pwr & 0.00178 µW \\
\quad Clock share of power & 35.0\% \\
\quad Sw power & 897 µW \\
\quad Power per cell area & 831 nW/µm² \\
\quad Relative contribution of combinational cells to total power & 10.7\% \\
\quad Switching share of power & 25.5\% \\
\quad Internal power consumption & 2620 µW \\
\quad Max VDD drop & 0.492 mV \\
\multicolumn{2}{l}{\textbf{Drt}} \\
\quad Antenna diode instance count & 0 \\
\quad Residual DRC count & 0 \\
\quad Vias per cell & 4.95 \\
\quad Average wire per cell in the routed design & 13.1 µm \\
\quad Aggregate routed wire length & 6410 µm \\
\quad Drt first pass iters & 4 \\
\quad Total number of vias & 2416 \\
\quad Number of routed nets with antenna violations & 0 \\
\quad Drt first-iter violations & 63 \\
\multicolumn{2}{l}{\textbf{Final timing}} \\
\quad Worst rel slew slack & 63.5\% \\
\quad F\_max & 474 MHz \\
\quad Setup clock skew after layout & 0.00809 ns \\
\quad Count of final hold-check violations & 0 \\
\quad Register pins left without a clock & 1 \\
\quad Final critical delay including setup and external delays & 2.11 ns \\
\quad Cycle use final & 124\% \\
\quad Max-slew violation count & 0 \\
\quad Worst setup margin & -0.408 ns \\
\quad Total setup violations reported at the end of the flow & 5 \\
\quad Minimum hold slack & 0.428 ns \\
\quad Transition time at the pin with the least slew margin & 0.548 ns \\
\quad RSZ-0062 raised after global routing & true \\
\multicolumn{2}{l}{\textbf{Global routing}} \\
\quad First-pass GRT wire length & 10600 µm \\
\quad GR Util met3 & 3.56\% \\
\quad Global-route total usage across every layer & 15.9\% \\
\quad Maximum number of pins on one net before global-route repair & 45 \\
\quad Met2 routing resource usage after global routing & 24.2\% \\
\quad Initial antenna violation count & 0 \\
\quad Met1 track demand over resource & 25.3\% \\
\quad GRT busiest layer & met1 \\
\quad Global route overflow & 0 \\
\quad Vias in the first global route & 2205 \\
\multicolumn{2}{l}{\textbf{Worst setup path}} \\
\quad Arrival time worst endpoint & 2.32 ns \\
\quad Worst Setup SP & timer\_1.is\_reset \\
\quad Worst R2R Path Depth & 9 \\
\quad Max FO, Critical Path & 2 \\
\quad R2r setup slk & -0.41 ns \\
\quad Worst reg2reg path endpoint & timer\_1.count[1] \\
\quad Startpoint type of the worst setup path & flop \\
\quad Start of the worst register-to-register path & timer\_1.is\_reset \\
\quad CP Capture Type & flop \\
\quad Required @ worst endpoint & 1.91 ns \\
\quad Path type of the worst setup path & reg -> reg \\
\multicolumn{2}{l}{\textbf{Final layout}} \\
\quad Total area of sequential cells & 1780 µm² \\
\quad Commonest non-fill, non-tap cell in the layout & sky130\_fd\_sc\_hd\_\_buf\_4 \\
\quad Leading cell types in the layout, fill and taps excluded & sky130\_fd\_sc\_hd\_\_buf\_4, sky130\_fd\_sc\_hd\_\_nor2\_1, sky130\_fd\_sc\_hd\_\_dfrtp\_1 \\
\quad Final standard cell utilization of the core & 51.8\% \\
\quad Multi-input gate area in the final layout & 1610 µm² \\
\quad Filler instances & 696 \\
\quad Share of post-route cells with drive strength above 1 & 29.5\% \\
\quad Final standard cell count with taps included and fillers excluded & 488 \\
\quad Area growth from synthesis to layout & 26.0\% \\
\multicolumn{2}{l}{\textbf{Min path}} \\
\quad Worst Hold Class & reg -> async \\
\multicolumn{2}{l}{\textbf{Die}} \\
\quad Die Height & 93.6 µm \\
\quad Total number of placement rows & 33 \\
\quad Total die size & 8770 µm² \\
\quad Floorplan die width & 93.6 µm \\
\quad Area of the core & 8180 µm² \\
\quad I/O pin count & 18 \\
\quad Pre-Place Util & 41.1\% \\
\multicolumn{2}{l}{\textbf{Clocking}} \\
\quad Deepest level of the CTS H-tree & 3 \\
\quad Clock buffer depth & 2 \\
\quad Clk slew on worst S/H paths & 0.08 ns \\
\quad Buffer cell driving the clock tree root & sky130\_fd\_sc\_hd\_\_clkbuf\_8 \\
\quad Number of buffers inserted during clock tree synthesis & 9 \\
\quad Clock latency reported for the late side of the worst-skew pair & 0.34 ns \\
\quad CTS tree & done \\
\multicolumn{2}{l}{\textbf{Job}} \\
\quad Number of maximum-capacitance constraint violations & 0 \\
\quad OpenROAD warning count & 30 \\
\multicolumn{2}{l}{\textbf{Outcome}} \\
\quad Failing checks & setup timing \\
\quad Result of the run & complete, but fails checks \\
\hline
\end{tabular}
==> synthesized netlist by cell type, drive strengths merged, types with 2 or more instances <==
master	count	area, µm²
nand3b	2	15.0
dfstp	10	263
nor3b	2	15.0
or3	2	12.5
dfrtp	35	876
nand4	10	75.1
xor2	12	105
nor2	34	128
or2	2	12.5
buf	4	21.3
a221o	3	30.0
edfxtp	8	240
o22ai	2	12.5
inv	16	60.1
o21ai	15	75.1
clkbuf	8	30.0
nand2	28	105
nor3	4	20.0
nand2b	6	37.5
nor2b	2	12.5
a21oi	16	87.6
mux2	13	146
and3	3	18.8
o31ai	2	15.0
a211oi	3	22.5
dfxtp	20	400
and4bb	2	25.0
nor4	4	55.1
nand3	17	85.1
and2	2	12.5
mux2i	5	50.1
xnor2	14	123
ha	5	62.6
==> cell families after synthesis <==
logic type | after synthesis
simple gates | 125
fa+ha+maj | 5
mux | 18
xor+xnor | 26
other cells | 1
buf+inv | 28
flops | 73
compound gates | 47
==> through the flow <==
stage / total power (µW) / TNS, ns / setup slack, ns / instance area [µm²]
floorplan: 2160 / -0.600 / -0.280 / 3380
global placement: 2280 / -0.896 / -0.330 / 3850
detailed placement: 2280 / -1.26 / -0.371 / 3850
CTS: 3540 / -0.891 / -0.372 / 4070
global route: 3700 / -2.10 / -0.503 / 4230
finish: 3520 / -1.25 / -0.408 / 4230
==> routing by layer <==
metal,vias up,wire length (µm),share of wire [%]
met5,-,0,0
met4,0,70,1.1
met3,8,166,2.6
met2,20,3020,47
met1,1155,3150,49
li1,1233,-,-
==> power by group through the flow <==
stage     Combinational (µW)  Clock, µW  Sequential (µW)
4_1_cts                  355       1280             1910
5_1_grt                  426       1350             1920
6_report                 377       1230             1910
==> worst max path at each step <==
stage     slack, ns                to  cells after the start
4_1_cts       -0.37  timer_1.count[1]                      9
5_1_grt       -0.50  timer_1.count[1]                      9
6_report      -0.41  timer_1.count[1]                      9
==> critical path, stage by stage, from the launching register on <==
cell and delay (ns):
sky130_fd_sc_hd__edfxtp_1 0.44, sky130_fd_sc_hd__ha_2 0.23, sky130_fd_sc_hd__xor2_2 0.15, sky130_fd_sc_hd__o21ai_2 0.13, sky130_fd_sc_hd__ha_2 0.21, sky130_fd_sc_hd__inv_2 0.04, sky130_fd_sc_hd__o31a_1 0.24, sky130_fd_sc_hd__o31ai_2 0.08
sky130_fd_sc_hd__mux2_1 0.35, sky130_fd_sc_hd__nor2_1 0.09
==> layout make-up <==
cell class | count | share of cell area, %
clock inverters | 6 | 1.03
well taps | 105 | 3.10
repair buffers | 55 | 10.9
flip-flops and latches | 73 | 42.1
multi-input cells | 223 | 38.1
inverters | 16 | 1.51
clock buffers | 10 | 3.25
==> what timing repair did <==
item                                    CTS  global route
gates resized                             7            21
hold buffers                              0             0
cloned                                    0             1
pin swaps                                 3            11
setup buffers                             1             7
endpoints found under the setup margin   17            18
==> flip-flops by register name, summed over array words and instances, names as in the netlist, 3 cells and up <==
register / cells
time_parameters_1.t_e: 4
time_parameters_1.t_y: 4
fsm_1.leds: 7
divider_1.count: 26
timer_1.count: 4
fsm_1.state: 3
time_parameters_1.tp_val: 4
fsm_1.interval: 3
time_parameters_1.t_b: 4
No activity file was given, so power comes from the tool's default toggle rates.
